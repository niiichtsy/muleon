--- flow/config.mk ---
export PLATFORM = sky130hd
export DESIGN_NAME = delay
export DESIGN_NICKNAME = delay
export VERILOG_FILES = /design/flow/design.v
export SDC_FILE = /design/flow/constraint.sdc
export NUM_CORES = 4
export LEC_CHECK = 1
export CORE_UTILIZATION = 50
--- flow/run.sh ---
#!/bin/bash
# OpenROAD 26Q1-2900-gdf79404cd8, Yosys 0.63+post, stock flow scripts
make -C /OpenROAD-flow-scripts/flow DESIGN_CONFIG=/design/flow/config.mk WORK_HOME=/design/flow/orfs finish
--- flow/design.v ---
module delay #(
    parameter DATA_WIDTH = 16
) (
    input [DATA_WIDTH-1:0] i2s_data_in,
    output reg [DATA_WIDTH-1:0] i2s_data_out,
    input clk,
    input resetn
);
  reg signed [15:0] buffer0, buffer1, buffer2, buffer3, buffer4, buffer5, buffer6, buffer7, buffer8, buffer9, buffer10, buffer11, buffer12, buffer13, buffer14, buffer15;
  always @(posedge clk) begin
    if (!resetn) begin
      buffer0  <= 'h00;
      buffer1  <= 'h00;
      buffer2  <= 'h00;
      buffer3  <= 'h00;
      buffer4  <= 'h00;
      buffer5  <= 'h00;
      buffer6  <= 'h00;
      buffer7  <= 'h00;
      buffer8  <= 'h00;
      buffer9  <= 'h00;
      buffer10 <= 'h00;
      buffer11 <= 'h00;
      buffer12 <= 'h00;
      buffer13 <= 'h00;
      buffer14 <= 'h00;
      buffer15 <= 'h00;
    end else begin
      buffer0  <= i2s_data_in;
      buffer1  <= buffer0;
      buffer2  <= buffer1;
      buffer3  <= buffer2;
      buffer4  <= buffer3;
      buffer5  <= buffer4;
      buffer6  <= buffer5;
      buffer7  <= buffer6;
      buffer8  <= buffer7;
      buffer9  <= buffer8;
      buffer10 <= buffer9;
      buffer11 <= buffer10;
      buffer12 <= buffer11;
      buffer13 <= buffer12;
      buffer14 <= buffer13;
      buffer15 <= buffer14;
    end
  end
  always @(posedge clk) begin
    if (!resetn) begin
      i2s_data_out <= 'h00;
    end else begin
      i2s_data_out <= buffer15 + i2s_data_in;
    end
  end
  initial begin
    $dumpvars(0, delay);
    $dumpfile("delay.vcd");
  end
endmodule
--- flow/constraint.sdc ---
current_design delay

set clk_period 10.9
set clk_io_pct 0.2

create_clock -name clk0 -period $clk_period [get_ports {clk}]

set non_clock_inputs [all_inputs -no_clocks]
set_input_delay [expr $clk_period * $clk_io_pct] -clock clk0 $non_clock_inputs
set_output_delay [expr $clk_period * $clk_io_pct] -clock clk0 [all_outputs]
==> reports/notes.md <==
### Status
• run status: finished clean

### Worst setup path
• maximum net fanout on the critical path: 4
• Crit Reg-Reg Startpoint: buffer15[0]
• CP startpoint: i2s_data_in[0]
• endpoint type of the worst setup path: flop
• worst setup path class: in2reg
• startpoint class of the critical path: input pin
• r2r endpoint: i2s_data_out[14]
• endpoint required time on the critical path: 11,310 ps
• R2R cell count: 7
• data arrival time of the worst path: 4550 ps
• internal reg-to-reg setup slack: 8580 ps

### Yosys
• total number of yosys warnings: 3
• aoi share: 0.0358
• number of enable-type register cells in the synthesized netlist: 0
• share of cell area taken by muxes after synthesis: 0.00375
• number of standard cells after synthesis: 679
• synthesis area per yosys: 0.00800 mm2
• main logic family after synthesis: simple AND/OR/NAND/NOR gates
• Dominant cell area share: 0.681
• register share after synthesis: 0.681
• flops & latches, synth: 272
• post-synthesis cell count from yosys: 679
• top cell type by total area after synthesis: sky130_fd_sc_hd__dfxtp_1
• number of distinct library cell variants in the gate-level netlist after synthesis: 31
• cell area after synthesis: 0.00800 mm2
• Main synth FF type: sky130_fd_sc_hd__dfxtp_1
• async set-reset flop share out of synthesis: 0
• xor/xnor share: 0.00766
• Simple-Gate Fraction of Synth Area: 0.231
• top cells by area in the synthesized netlist: sky130_fd_sc_hd__dfxtp_1, sky130_fd_sc_hd__and2_1, sky130_fd_sc_hd__ha_1
• Post-Syn Area per Cell: 11.8 um2
• Adder Share, Synth: 0.0260

### Clock tree
• Worst-Skew Late Latency: 520 ps
• post-CTS repair timing setup buffer count: 0
• number of CTS-inserted buffers: 27
• count of H-tree levels built during CTS: 1
• clk sink count: 272
• maximum root-to-sink buffer count: 3
• clock slew at the register clock pins of the worst setup and hold paths: 60 ps
• Clock Tree Root: sky130_fd_sc_hd__clkbuf_16
• number of buffers added to fix hold violations after cts: 0
• Resize count post-CTS: 0
• CTS tree: built

### Drt
• post-route ant nets: 0
• vias per cell: 4.49
• number of design-rule violations left by the first detailed-router iteration: 187
• antenna diode count: 0
• routed vias: 4,239
• routed wire length per instance: 13.0 um
• first-pass iteration count of the detailed router: 4
• drt drc: 0
• total wire length: 12.3 mm

### Timing
• headroom to the max-slew limit: 0.464
• Setup violations, final: 0
• total negative setup slack: 0 ps
• unrepaired setup endpoints after global routing: no
• Fmax achieved: 0.242 GHz
• final hold viol count: 0
• Final Hold Slack: 428 ps
• number of pins exceeding their max-slew limit in the final report: 0
• skew final: 11.3 ps
• measured slew at the worst slew-check pin: 804 ps
• post-layout worst setup margin: 6760 ps
• final worst path period need: 4140 ps
• Final Cycle Share: 0.380

### GRT
• Overflow after GRT: 0
• maximum number of pins on one net before global-route repair: 119
• combined global-route utilization of all metal layers: 0.165
• first-pass GRT wire length: 20.3 mm
• via count of the first global-routing pass: 4,078
• number of antenna violations at the first check in global routing: 0

### Placement
• Post-Place Cells: 895
• Routability Congestion: 0.862
• setup slack at placement: 6240 ps
• DP Area: 0.00849 mm2
• Detailed Place HPWL: 7.45 mm
• I/O Buffers: 33

### Die
• # IOs: 34
• width of the die: 128 um
• Site Rows: 45
• area of the die: 0.0165 mm2
• CORE AREA: 0.0154 mm2
• die span in y: 128 um
• floorplan utilization: 0.518

### Cells and area
• fillers: 1,250
• Cell Count, Final, Fillers Out: 945
• Area Growth Syn to Fin: 16.9%
• Finished Cell Area: 0.00935 mm2
• share of cells above drive strength 1: 0.0736
• Final Core Density: 0.606
• comb. cell area: 0.00243 mm2
• Sequential Area: 0.00545 mm2

### Min path
• number of instances on the worst hold path: 1
• source of the worst hold timing path: buffer7[11]
• Hold EP: buffer8[11]
• class of the worst hold path: reg2reg

### Job
• Tool Warnings: 27
• total of max-cap violations: 0

### Power and ir drop
• part of the power in the clock network: 0.448
• part of the power in combinational logic: 0.024
• Peak VDD IR: 0.138 mV
• proportion of power drawn by flip-flops and latches: 0.528
• Cell Int Power: 1.52 mW
• P_sw: 0.387 mW
• switch share: 0.202
• power per cell area: 204 mW/mm2
• Pleak: 3.92 nW
• Total Power Consumption: 1.91 mW

## power groups by stage
stage     Clock [mW]  Combinational, mW  Sequential (mW)
4_1_cts        0.882             0.0467             1.01
5_1_grt        0.928             0.0513             1.01
6_report       0.857             0.0451             1.01
## Yosys cell counts, types with 2 or more instances
master,count
sky130_fd_sc_hd__a211oi_1,2
sky130_fd_sc_hd__a31o_2,2
sky130_fd_sc_hd__ha_1,15
sky130_fd_sc_hd__and3_1,4
sky130_fd_sc_hd__clkbuf_1,30
sky130_fd_sc_hd__inv_1,3
sky130_fd_sc_hd__mux2i_1,3
sky130_fd_sc_hd__xnor2_1,6
sky130_fd_sc_hd__dfxtp_1,272
sky130_fd_sc_hd__a21oi_1,16
sky130_fd_sc_hd__o211ai_1,5
sky130_fd_sc_hd__a21o_1,2
sky130_fd_sc_hd__and2_1,265
sky130_fd_sc_hd__nor2_1,6
sky130_fd_sc_hd__o21ai_0,8
sky130_fd_sc_hd__nand2_1,12
sky130_fd_sc_hd__o21a_1,3
sky130_fd_sc_hd__nand2b_1,4
sky130_fd_sc_hd__nand4_1,3
sky130_fd_sc_hd__nand3_1,6
sky130_fd_sc_hd__nor2b_1,2
## layer usage
layer,part of all wire,global-route usage
met5,0,0
met4,0.029,0.0519
met3,0.033,0.0258
met2,0.42,0.230
met1,0.52,0.280
## kinds of logic after synthesis
group	Yosys count
compound gates	45
xor+xnor	7
fa+ha+maj	16
buf+inv	33
flops	272
mux	3
simple gates	303
## critical path: stages
cell and delay, ps:
sky130_fd_sc_hd__clkdlybuf4s50_1 430, sky130_fd_sc_hd__ha_1 250, sky130_fd_sc_hd__fa_1 420, sky130_fd_sc_hd__a21oi_1 260
sky130_fd_sc_hd__o21ai_1 170, sky130_fd_sc_hd__o2111a_1 270, sky130_fd_sc_hd__or4_1 390, sky130_fd_sc_hd__and3_1 190
## placed cells by master (no fill, tap or decap), types with 2 or more instances in the layout
cell type                         instances
sky130_fd_sc_hd__nand2b_1                 4
sky130_fd_sc_hd__o211ai_1                 5
sky130_fd_sc_hd__a211oi_1                 2
sky130_fd_sc_hd__nor2_1                   6
sky130_fd_sc_hd__xnor2_1                  6
sky130_fd_sc_hd__nor2b_1                  2
sky130_fd_sc_hd__mux2i_1                  3
sky130_fd_sc_hd__a21o_1                   2
sky130_fd_sc_hd__clkbuf_8                 6
sky130_fd_sc_hd__o21a_1                   3
sky130_fd_sc_hd__dfxtp_1                272
sky130_fd_sc_hd__nand3_1                  6
sky130_fd_sc_hd__clkbuf_16               27
sky130_fd_sc_hd__a21oi_1                 16
sky130_fd_sc_hd__and3_1                   4
sky130_fd_sc_hd__nand2_1                 12
sky130_fd_sc_hd__ha_1                    15
sky130_fd_sc_hd__a31o_2                   2
sky130_fd_sc_hd__and2_1                 265
sky130_fd_sc_hd__clkinv_2                11
sky130_fd_sc_hd__clkdlybuf4s50_1         32
sky130_fd_sc_hd__clkbuf_1                 2
sky130_fd_sc_hd__o21ai_0                  8
sky130_fd_sc_hd__nand4_1                  3
sky130_fd_sc_hd__clkinv_4                 2
sky130_fd_sc_hd__buf_4                    3
sky130_fd_sc_hd__inv_1                    3
## worst max path at each step
stage	end	depth (start not counted)
4_1_cts	i2s_data_out[14]	8
5_1_grt	i2s_data_out[14]	8
6_report	i2s_data_out[14]	8
## layout make-up
type                    count  share of cell area
clock inverters            15             0.00950
clock buffers              35              0.0819
inverters                   3             0.00120
repair buffers             35              0.0367
multi-input cells         374               0.260
flip-flops and latches    272               0.583
well taps                 211              0.0282
Power and IR drop assume default switching activity.
