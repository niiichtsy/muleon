**flow/config.mk**
```make
export PLATFORM = sky130hd
export DESIGN_NAME = fir_lowpass
export DESIGN_NICKNAME = fir_lowpass
export VERILOG_FILES = /design/flow/design.v
export SDC_FILE = /design/flow/constraint.sdc
export NUM_CORES = 4
export LEC_CHECK = 1
export CORE_UTILIZATION = 30
```
**flow/design.v**
```verilog
module fir_lowpass #(
    parameter DATA_WIDTH = 16
) (
    input signed [DATA_WIDTH-1:0] i2s_data_in,
    output reg signed [(DATA_WIDTH+16)-1:0] i2s_data_out,
    input clk,
    input resetn
);
  reg signed [15:0] buffer0, buffer1, buffer2, buffer3, buffer4, buffer5, buffer6, buffer7, buffer8, buffer9, buffer10, buffer11, buffer12, buffer13, buffer14, buffer15;
  reg signed [(DATA_WIDTH+16)-1:0] mul0, mul1, mul2, mul3, mul4, mul5, mul6, mul7, mul8, mul9, mul10, mul11, mul12, mul13, mul14, mul15;
  wire signed [15:0] coef0, coef1, coef2, coef3, coef4, coef5, coef6, coef7, coef8, coef9, coef10, coef11, coef12, coef13, coef14, coef15;
  assign coef0  = 16'hF70E;
  assign coef1  = 16'hFF78;
  assign coef2  = 16'h01A8;
  assign coef3  = 16'h052E;
  assign coef4  = 16'h09A2;
  assign coef5  = 16'h0E54;
  assign coef6  = 16'h1277;
  assign coef7  = 16'h1550;
  assign coef8  = 16'h1655;
  assign coef9  = 16'h1550;
  assign coef10 = 16'h1277;
  assign coef11 = 16'h0E54;
  assign coef12 = 16'h09A2;
  assign coef13 = 16'h052E;
  assign coef14 = 16'h01A8;
  assign coef15 = 16'hFF78;
  always @(posedge clk) begin
    if (!resetn) begin
      buffer0  <= 'h00;
      buffer1  <= 'h00;
      buffer2  <= 'h00;
      buffer3  <= 'h00;
      buffer4  <= 'h00;
      buffer5  <= 'h00;
      buffer6  <= 'h00;
      buffer7  <= 'h00;
      buffer8  <= 'h00;
      buffer9  <= 'h00;
      buffer10 <= 'h00;
      buffer11 <= 'h00;
      buffer12 <= 'h00;
      buffer13 <= 'h00;
      buffer14 <= 'h00;
      buffer15 <= 'h00;
    end else begin
      buffer0  <= i2s_data_in;
      buffer1  <= buffer0;
      buffer2  <= buffer1;
      buffer3  <= buffer2;
      buffer4  <= buffer3;
      buffer5  <= buffer4;
      buffer6  <= buffer5;
      buffer7  <= buffer6;
      buffer8  <= buffer7;
      buffer9  <= buffer8;
      buffer10 <= buffer9;
      buffer11 <= buffer10;
      buffer12 <= buffer11;
      buffer13 <= buffer12;
      buffer14 <= buffer13;
      buffer15 <= buffer14;
    end
  end
  always @(posedge clk) begin
    if (!resetn) begin
      mul0  <= 'h00;
      mul1  <= 'h00;
      mul2  <= 'h00;
      mul3  <= 'h00;
      mul4  <= 'h00;
      mul5  <= 'h00;
      mul6  <= 'h00;
      mul7  <= 'h00;
      mul8  <= 'h00;
      mul9  <= 'h00;
      mul10 <= 'h00;
      mul11 <= 'h00;
      mul12 <= 'h00;
      mul13 <= 'h00;
      mul14 <= 'h00;
      mul15 <= 'h00;
    end else begin
      mul0  <= coef0 * buffer0;
      mul1  <= coef1 * buffer1;
      mul2  <= coef2 * buffer2;
      mul3  <= coef3 * buffer3;
      mul4  <= coef4 * buffer4;
      mul5  <= coef5 * buffer5;
      mul6  <= coef6 * buffer6;
      mul7  <= coef7 * buffer7;
      mul8  <= coef8 * buffer8;
      mul9  <= coef9 * buffer9;
      mul10 <= coef10 * buffer10;
      mul11 <= coef11 * buffer11;
      mul12 <= coef12 * buffer12;
      mul13 <= coef13 * buffer13;
      mul14 <= coef14 * buffer14;
      mul15 <= coef15 * buffer15;
    end
  end
  always @(posedge clk) begin
    if (!resetn) begin
      i2s_data_out <= 'h00;
    end else begin
      i2s_data_out <= mul0 + mul1 + mul2 + mul3 + mul4 + mul5 + mul6 + mul7 + mul8 + mul9 + mul10 + mul11 + mul12 + mul13 + mul14 + mul15;
    end
  end
  initial begin
    $dumpvars(0, fir_lowpass);
    $dumpfile("fir_lowpass.vcd");
  end
endmodule
```
**flow/constraint.sdc**
```tcl
current_design fir_lowpass

set clk_period 11.9
set clk_io_pct 0.2

create_clock -name clk0 -period $clk_period [get_ports {clk}]

set non_clock_inputs [all_inputs -no_clocks]
set_input_delay [expr $clk_period * $clk_io_pct] -clock clk0 $non_clock_inputs
set_output_delay [expr $clk_period * $clk_io_pct] -clock clk0 [all_outputs]
```
**flow/run.sh**
```bash
#!/bin/bash
# OpenROAD 26Q1-2900-gdf79404cd8, Yosys 0.63+post, stock flow scripts
make -C /OpenROAD-flow-scripts/flow DESIGN_CONFIG=/design/flow/config.mk WORK_HOME=/design/flow/orfs finish
```
==> out/summary.rpt <==
=========================================================================================
Simple logic cell fraction of the synthesized area                                  7.92%
Ys cells                                                                             8258
Predominant post-synthesis flop cell                                         sky130_fd_sc_hd__dfxtp_1
Synthesized cell area                                                         80400 sq um
Max Slew Vio Count                                                                      0
Chip area line of the yosys report                                            80400 sq um
Post-synth tally of flip-flops with integrated enable                                   0
Highest achievable clock rate                                                     154 MHz
Total Routing Usage GR                                                              15.9%
Number of H-tree branching levels                                                       3
Total tool warning count                                                               92
Delay contributed by the slowest stage of the critical path                       0.57 ns
Final wirelength                                                             199000 microns
Area of the die                                                              270000 sq um
Post-synth seq share                                                                17.0%
Worst-Margin Slew                                                                 1.03 ns
Detailed router's first-iteration violation count                                    2349
Synthesized area divided by synthesized cell count                             9.74 sq um
Yosys synthesis warning count                                                           3
Critical Path Source Type                                                        register
Fraction of the core area covered by cells at the end of the flow                   33.2%
Category of the worst setup path capture point                                   register
Worst-Skew Late Latency                                                           0.72 ns
Final number of hold-violating endpoints                                                0
Static leakage power                                                              46.8 nW
1st-pass router iterations                                                              5
Vias                                                                                52400
Number of global-route vias before repair                                           56200
Total placed cells including tap cells                                              11800
Biggest fanout along the worst timing path                                              6
Proportion of register bits with asynchronous set or reset after synthesis             0%
Final sum of negative setup slack                                                    0 ns
Die X-Extent                                                                  520 microns
MaxCap Viol Count                                                                       0
Antenna violations before repair                                                        3
Clock sink count                                                                      684
Detailed Place HPWL                                                          170000 microns
Kind of path behind the tightest hold check                                       reg2reg
Time the worst path needs with I/O delays and setup                               6.50 ns
Row count                                                                             189
Post-CTS setup buffer count                                                             0
Headroom to the max-slew limit                                                      30.3%
Final Cycle Share                                                                   54.6%
Cell Pwr Density                                                             97.4 nW/um^2
Cell repeated most along the worst path                                      sky130_fd_sc_hd__fa_1
Max Buffers Root-to-Sink                                                                3
Final standard cell area without fillers                                      88300 sq um
Endpoint arrival time on the critical path                                        7.05 ns
Worst-case clock skew                                                           0.0424 ns
Post-detailed-route DRC marker count                                                    0
Library cell contributing the largest single delay on the critical path      sky130_fd_sc_hd__fa_1
Start-to-end type of the worst setup path                                         reg2reg
List of cells traversed by the critical path                                 inv_1 > fa_1 > fa_1 > inv_1 > fa_1 > fa_1 > fa_1 > fa_1 > ha_1 > fa_1 > a21oi_1 > o21bai_1 > a211o_1 > nand2_1 > o21bai_1 > a21oi_1 > o22ai_1 > o41a_1 > xnor2_1 > nor2_1
Signed area change from the synthesized netlist to the final layout                 9.88%
Buffers on Ports                                                                       49
Largest net degree at the start of global routing                                     115
Number of register bits inferred by synthesis                                         684
Core Box Area                                                                266000 sq um
Multiplexer area fraction after synthesis                                          0.415%
Global-route wire length before repair                                       318000 microns
Clock Root Buffer                                                            sky130_fd_sc_hd__clkbuf_16
Peak supply drop                                                                 0.111 mV
Die Y-Extent                                                                  520 microns
Post-route insts no fill                                                            11900
Number of buffers added by the clock tree synthesis step                               89
Proportion of layout cells with a drive suffix above 1                              2.70%
Status                                                                       complete, no violations
Clock transition at path regs                                                     0.06 ns
Core Density at Floorplan                                                           30.3%
Hold_buf cts                                                                            0
CTS tree                                                                              yes
Mean number of vias per cell                                                         4.39
Final setup vio count                                                                   0
Total overflow reported by the global router                                            0
Post-synthesis cell count                                                            8258
Post-place instance area                                                      85200 sq um
Distinct cells, synth                                                                  82
Gpl congestion                                                                      0.970
CP Data Required Time                                                            12.46 ns
Largest family of logic cells by area                                         adder cells
# resized after CTS                                                                     0
Post-synthesis share of cell area spent on and-or and or-and gates                  6.83%
IO Pins                                                                                50
Routed Antenna Nets                                                                     0
Unrepaired setup endpoints after global routing                                        no
Area fraction in xor and xnor cells                                                 4.48%
Wire length per cell                                                         16.7 microns
Adder Area Share                                                                    52.5%
=========================================================================================
## cells in the mapped netlist (5+ instances only)
master,instances,share of area (%)
sky130_fd_sc_hd__inv_1,2216,10
sky130_fd_sc_hd__ha_1,1368,21
sky130_fd_sc_hd__fa_1,1254,31
sky130_fd_sc_hd__dfxtp_1,684,17
sky130_fd_sc_hd__nor2_1,606,2.8
sky130_fd_sc_hd__a21oi_1,246,1.5
sky130_fd_sc_hd__xnor2_1,233,2.5
sky130_fd_sc_hd__and2_1,209,1.6
sky130_fd_sc_hd__xor2_1,178,1.9
sky130_fd_sc_hd__o21ai_0,172,1.1
sky130_fd_sc_hd__nand2_1,166,0.77
sky130_fd_sc_hd__a21o_1,132,1.2
sky130_fd_sc_hd__nor3_1,98,0.61
sky130_fd_sc_hd__clkbuf_1,94,0.44
sky130_fd_sc_hd__nand3_1,54,0.34
sky130_fd_sc_hd__nand2b_1,47,0.37
sky130_fd_sc_hd__nor2b_1,46,0.36
sky130_fd_sc_hd__o21bai_1,45,0.42
sky130_fd_sc_hd__o21a_1,35,0.33
sky130_fd_sc_hd__and3_1,30,0.23
sky130_fd_sc_hd__mux2i_1,30,0.37
sky130_fd_sc_hd__a211oi_1,29,0.27
sky130_fd_sc_hd__a31oi_1,28,0.22
sky130_fd_sc_hd__o211ai_1,21,0.20
sky130_fd_sc_hd__nand4_1,20,0.16
sky130_fd_sc_hd__a21boi_0,16,0.15
sky130_fd_sc_hd__or3_1,15,0.12
sky130_fd_sc_hd__a31o_2,13,0.14
sky130_fd_sc_hd__nor3b_1,12,0.11
sky130_fd_sc_hd__o31ai_1,12,0.11
sky130_fd_sc_hd__or2_2,11,0.086
sky130_fd_sc_hd__a211o_1,8,0.087
sky130_fd_sc_hd__nor4_1,8,0.062
sky130_fd_sc_hd__o41ai_1,8,0.087
sky130_fd_sc_hd__a41oi_1,7,0.076
sky130_fd_sc_hd__a2111oi_0,6,0.065
sky130_fd_sc_hd__o2111ai_1,6,0.065
sky130_fd_sc_hd__a311oi_1,5,0.054
sky130_fd_sc_hd__o21ai_1,5,0.031
sky130_fd_sc_hd__o22ai_1,5,0.039
## path summary, 6_finish.rpt
| path | startpoint | endpoint | slack, ns | cells past startpoint |
|---|---|---|---|---|
| setup / recovery | mul9[5] | i2s_data_out[19] | 5.40 | 20 |
| hold / removal | buffer7[1] | mul7[5] | 0.55 | 1 |
| setup reg to reg | mul9[5] | i2s_data_out[19] | 5.40 | 20 |
| hold reg to reg | buffer7[1] | mul7[5] | 0.55 | 1 |
## routing by layer
metal / global-route usage, % / share of wire, % / up-vias
li1: - / - / 25700
met3: 6.28 / 9.1 / 200
met5: 0 / 0.0095 / -
met2: 24.6 / 45 / 1093
met4: 3.27 / 2.7 / 2
met1: 21.6 / 43 / 25400
## power breakdown
part,internal (mW),total [mW],switching [mW]
logic,1.31,3.18,1.87
registers,2.42,2.53,0.114
clock network,1.75,2.90,1.15
## sequential cells by signal (all words and copies together), names as in the netlist, 28 cells and up
| name | count |
|---|---|
| i2s_data_out | 32 |
| mul10 | 30 |
| mul6 | 30 |
| mul8 | 30 |
| mul0 | 28 |
| mul4 | 28 |
## placed cells by master (no fill, tap or decap), types with 132 or more instances in the layout
cell,netlist,layout
sky130_fd_sc_hd__nand2_1,166,166
sky130_fd_sc_hd__dfxtp_1,684,684
sky130_fd_sc_hd__inv_1,2216,2216
sky130_fd_sc_hd__xor2_1,178,178
sky130_fd_sc_hd__o21ai_0,172,172
sky130_fd_sc_hd__a21o_1,132,132
sky130_fd_sc_hd__fa_1,1254,1254
sky130_fd_sc_hd__and2_1,209,209
sky130_fd_sc_hd__ha_1,1368,1368
sky130_fd_sc_hd__nor2_1,606,606
sky130_fd_sc_hd__a21oi_1,246,246
sky130_fd_sc_hd__xnor2_1,233,233
## critical path: cells and delay by family (launching register included)
| family | cells | cell delay [ns] |
|---|---|---|
| AOI/OAI and AO/OA | 7 | 1.58 |
| xor gates and xnor gates | 1 | 0.14 |
| adders and majority gates | 8 | 3.66 |
| buffers and inverters | 2 | 0.21 |
| DFF | 1 | 0.54 |
| and+or+nand+nor | 2 | 0.21 |
## layout make-up
| cell class | instances | area [sq um] |
|---|---|---|
| Fill cell | 26600 | 177000 |
| Multi-Input combinational cell | 5259 | 58000 |
| Sequential cell | 684 | 13700 |
| Inverter | 2219 | 8340 |
| Tap cell | 3533 | 4420 |
| Clock buffer | 115 | 2540 |
| Timing Repair Buffer | 76 | 707 |
| Clock inverter | 51 | 626 |
| Antenna cell | 2 | 5.00 |
## cell families after synthesis
logic type                 Yosys count
AOI/OAI and AO/OA                  846
and+or+nand+nor                   1346
adders and majority gates         2623
muxes                               33
xor gates and xnor gates           411
DFF                                684
buffers and inverters             2315
## through the flow
stage / worst slack [ns] / total power [mW] / hold slack, ns
2_1_floorplan: 5.63 / 4.63 / 0.470
3_3_place_gp: 5.34 / 5.78 / 0.553
3_5_place_dp: 5.43 / 5.75 / 0.560
4_1_cts: 5.39 / 8.73 / 0.565
5_1_grt: 5.01 / 9.17 / 0.580
6_report: 5.40 / 8.61 / 0.553
Power figures rest on the tool's default switching activity, not on a simulated workload.
