File: /design/flow/run.sh
#!/bin/bash
# OpenROAD 26Q1-2900-gdf79404cd8, Yosys 0.63+post, stock flow scripts
make -C /OpenROAD-flow-scripts/flow DESIGN_CONFIG=/design/flow/config.mk WORK_HOME=/design/flow/orfs finish
File: /design/flow/config.mk
export PLATFORM = sky130hd
export DESIGN_NAME = fir_highpass
export DESIGN_NICKNAME = fir_highpass
export VERILOG_FILES = /design/flow/design.v
export SDC_FILE = /design/flow/constraint.sdc
export NUM_CORES = 4
export LEC_CHECK = 1
export CORE_UTILIZATION = 50
File: /design/flow/constraint.sdc
current_design fir_highpass

set clk_period 16.1
set clk_io_pct 0.2

create_clock -name clk0 -period $clk_period [get_ports {clk}]

set non_clock_inputs [all_inputs -no_clocks]
set_input_delay [expr $clk_period * $clk_io_pct] -clock clk0 $non_clock_inputs
set_output_delay [expr $clk_period * $clk_io_pct] -clock clk0 [all_outputs]
File: /design/flow/design.v
module fir_highpass #(
    parameter DATA_WIDTH = 16
) (
    input signed [DATA_WIDTH-1:0] i2s_data_in,
    output reg signed [(DATA_WIDTH+16)-1:0] i2s_data_out,
    input clk,
    input resetn
);
  reg signed [15:0] buffer0, buffer1, buffer2, buffer3, buffer4, buffer5, buffer6, buffer7, buffer8, buffer9, buffer10, buffer11, buffer12, buffer13, buffer14, buffer15;
  reg signed [(DATA_WIDTH+16)-1:0] mul0, mul1, mul2, mul3, mul4, mul5, mul6, mul7, mul8, mul9, mul10, mul11, mul12, mul13, mul14, mul15;
  wire signed [15:0] coef0, coef1, coef2, coef3, coef4, coef5, coef6, coef7, coef8, coef9, coef10, coef11, coef12, coef13, coef14, coef15;
  assign coef0  = 16'hFBF9;
  assign coef1  = 16'h0899;
  assign coef2  = 16'h07F2;
  assign coef3  = 16'h0608;
  assign coef4  = 16'h003D;
  assign coef5  = 16'hF6B5;
  assign coef6  = 16'hEBDC;
  assign coef7  = 16'hE340;
  assign coef8  = 16'h5FF8;
  assign coef9  = 16'hE340;
  assign coef10 = 16'hEBDC;
  assign coef11 = 16'hF6B5;
  assign coef12 = 16'h003D;
  assign coef13 = 16'h0608;
  assign coef14 = 16'h07F2;
  assign coef15 = 16'h0899;
  always @(posedge clk) begin
    if (!resetn) begin
      buffer0  <= 'h00;
      buffer1  <= 'h00;
      buffer2  <= 'h00;
      buffer3  <= 'h00;
      buffer4  <= 'h00;
      buffer5  <= 'h00;
      buffer6  <= 'h00;
      buffer7  <= 'h00;
      buffer8  <= 'h00;
      buffer9  <= 'h00;
      buffer10 <= 'h00;
      buffer11 <= 'h00;
      buffer12 <= 'h00;
      buffer13 <= 'h00;
      buffer14 <= 'h00;
      buffer15 <= 'h00;
    end else begin
      buffer0  <= i2s_data_in;
      buffer1  <= buffer0;
      buffer2  <= buffer1;
      buffer3  <= buffer2;
      buffer4  <= buffer3;
      buffer5  <= buffer4;
      buffer6  <= buffer5;
      buffer7  <= buffer6;
      buffer8  <= buffer7;
      buffer9  <= buffer8;
      buffer10 <= buffer9;
      buffer11 <= buffer10;
      buffer12 <= buffer11;
      buffer13 <= buffer12;
      buffer14 <= buffer13;
      buffer15 <= buffer14;
    end
  end
  always @(posedge clk) begin
    if (!resetn) begin
      mul0  <= 'h00;
      mul1  <= 'h00;
      mul2  <= 'h00;
      mul3  <= 'h00;
      mul4  <= 'h00;
      mul5  <= 'h00;
      mul6  <= 'h00;
      mul7  <= 'h00;
      mul8  <= 'h00;
      mul9  <= 'h00;
      mul10 <= 'h00;
      mul11 <= 'h00;
      mul12 <= 'h00;
      mul13 <= 'h00;
      mul14 <= 'h00;
      mul15 <= 'h00;
    end else begin
      mul0  <= coef0 * buffer0;
      mul1  <= coef1 * buffer1;
      mul2  <= coef2 * buffer2;
      mul3  <= coef3 * buffer3;
      mul4  <= coef4 * buffer4;
      mul5  <= coef5 * buffer5;
      mul6  <= coef6 * buffer6;
      mul7  <= coef7 * buffer7;
      mul8  <= coef8 * buffer8;
      mul9  <= coef9 * buffer9;
      mul10 <= coef10 * buffer10;
      mul11 <= coef11 * buffer11;
      mul12 <= coef12 * buffer12;
      mul13 <= coef13 * buffer13;
      mul14 <= coef14 * buffer14;
      mul15 <= coef15 * buffer15;
    end
  end
  always @(posedge clk) begin
    if (!resetn) begin
      i2s_data_out <= 'h00;
    end else begin
      i2s_data_out <= mul0 + mul1 + mul2 + mul3 + mul4 + mul5 + mul6 + mul7 + mul8 + mul9 + mul10 + mul11 + mul12 + mul13 + mul14 + mul15;
    end
  end
  initial begin
    $dumpvars(0, fir_highpass);
    $dumpfile("fir_highpass.vcd");
  end
endmodule
==> flow_results.xml <==
<?xml version="1.0" encoding="UTF-8"?>
<metrics>
  <group name="sta">
    <metric name="rsz0062_at_grt" unit="">false</metric>
    <metric name="fin_ws" unit="ns">9.48</metric>
    <metric name="timing_hold_violations_final" unit="">0</metric>
    <metric name="finalWorstPathRequiredPeriod" unit="ns">6.62</metric>
    <metric name="max-slew-margin-rel" unit="">0.375</metric>
    <metric name="layout_worst_path_cycle_share" unit="">0.411</metric>
    <metric name="achievable-frequency" unit="MHz">151</metric>
    <metric name="final.setup_skew" unit="ns">0.0415</metric>
    <metric name="worst_max_slew_pin_slew" unit="ns">0.914</metric>
    <metric name="final.setup.tns" unit="ns">0</metric>
    <metric name="setup_viol_count_final" unit="">0</metric>
    <metric name="finalMaxSlewViolations" unit="">0</metric>
  </group>
  <group name="cells_and_area">
    <metric name="post_route_cells_drive_above_1_share" unit="">0.0290</metric>
    <metric name="fin_cells" unit="">10400</metric>
    <metric name="layout-area-overhead-vs-synth" unit="%">7.37</metric>
    <metric name="fin_util" unit="">0.543</metric>
  </group>
  <group name="power">
    <metric name="sw_frac_of_total" unit="">0.408</metric>
    <metric name="power.density_cell_area" unit="nW/µm²">86.7</metric>
    <metric name="switchingPower" unit="µW">3090</metric>
    <metric name="power.leakage" unit="µW">0.0468</metric>
    <metric name="share_clk_of_total_power" unit="">0.264</metric>
    <metric name="p_int" unit="µW">4490</metric>
    <metric name="share_of_power_burned_in_registers" unit="">0.249</metric>
    <metric name="post_route_total_power" unit="µW">7590</metric>
    <metric name="combinationalPowerShare" unit="">0.487</metric>
    <metric name="irDropWorstVdd" unit="V">0.000170</metric>
  </group>
  <group name="synth">
    <metric name="edf_count" unit="">0</metric>
    <metric name="synthFlopType" unit="">dfxtp_1</metric>
    <metric name="top_cell_area_share" unit="">0.343</metric>
    <metric name="post_synth_fa_ha_maj_area_fraction" unit="">0.546</metric>
    <metric name="async_reset_ff_frac" unit="">0</metric>
    <metric name="logic_family" unit="">adder cells</metric>
    <metric name="numSynthFlops" unit="">676</metric>
    <metric name="yosys_cells" unit="">8113</metric>
    <metric name="yosys_warns" unit="">3</metric>
    <metric name="synth_seq_share" unit="">0.166</metric>
    <metric name="synthCells" unit="">8113</metric>
    <metric name="yosysChipArea" unit="µm²">81500</metric>
    <metric name="synth.cellmix.compoundShare" unit="">0.0636</metric>
    <metric name="simple_gate_share" unit="">0.0766</metric>
    <metric name="muxShareOfSynthArea" unit="">0.00565</metric>
    <metric name="syn_area_per_cell" unit="µm²">10.0</metric>
    <metric name="post_synth_xor_area_fraction" unit="">0.0369</metric>
    <metric name="synth.top_cells.by_count" unit="">2183 x inv_1, 1396 x fa_1, 1323 x ha_1, 676 x dfxtp_1, 531 x nor2_1</metric>
    <metric name="synth_cell_types" unit="">75</metric>
    <metric name="topCellsByArea" unit="">fa_1 34%, ha_1 20%, dfxtp_1 17%, inv_1 10%, nor2_1 2.4%</metric>
    <metric name="cell_area_after_technology_mapping" unit="µm²">81500</metric>
    <metric name="synth.most_common_cell" unit="">inv_1</metric>
    <metric name="netlist.top_cell.by_area" unit="">fa_1</metric>
  </group>
  <group name="floorplan">
    <metric name="die.size.x" unit="µm">406</metric>
    <metric name="chip_area" unit="µm²">165000</metric>
    <metric name="die_h" unit="µm">406</metric>
    <metric name="core_region_area" unit="µm²">161000</metric>
    <metric name="fp_util" unit="">0.506</metric>
    <metric name="standard_cell_row_count" unit="">147</metric>
    <metric name="ioPinCount" unit="">50</metric>
  </group>
  <group name="critical_path">
    <metric name="signal_arrival_time_at_the_worst_endpoint" unit="ns">7.20</metric>
    <metric name="worst_setup_path_end_kind" unit="">flip-flop</metric>
    <metric name="rr_worst_depth" unit="">20</metric>
    <metric name="setup.worst_path.class" unit="">reg -&gt; reg</metric>
    <metric name="timing.critical_path.from_type" unit="">flip-flop</metric>
    <metric name="reg2reg_setup_slack" unit="ns">9.48</metric>
    <metric name="timing.critical_path.fanout_max" unit="">9</metric>
    <metric name="critical_path_required" unit="ns">16.67</metric>
  </group>
  <group name="clock_tree">
    <metric name="clkLatencyLatePin" unit="ns">0.72</metric>
    <metric name="cts.htree.levels" unit="">3</metric>
    <metric name="cts.reportedPaths.clkPinSlew" unit="ns">0.06</metric>
    <metric name="cts_inserted_buffers" unit="">86</metric>
    <metric name="clkSinkCount" unit="">676</metric>
    <metric name="clk_root_buffer_cell" unit="">clkbuf_16</metric>
    <metric name="ctsResizeCount" unit="">0</metric>
    <metric name="cts_post_setup_buffers_inserted" unit="">0</metric>
    <metric name="cts_buffer_depth" unit="">3</metric>
    <metric name="cts-hold-fix-buffers" unit="">0</metric>
    <metric name="clock_tree_from_tritoncts" unit="">yes</metric>
  </group>
  <group name="run">
    <metric name="timing.max_cap.violations" unit="">0</metric>
    <metric name="warnings" unit="">135</metric>
  </group>
  <group name="place">
    <metric name="dpl_hpwl" unit="µm">177000</metric>
    <metric name="port-buffer-count" unit="">49</metric>
    <metric name="pre_cts_slack" unit="ns">9.42</metric>
    <metric name="place_congestion" unit="">1.03</metric>
    <metric name="numPlacedInstances" unit="">10300</metric>
  </group>
  <group name="drt">
    <metric name="postRouteWirelength" unit="µm">203000</metric>
    <metric name="route.vias.total" unit="">51800</metric>
    <metric name="drt_pre_antenna_iters" unit="">6</metric>
    <metric name="avgRoutedWirePerCell" unit="µm">19.5</metric>
    <metric name="drt-vias-per-instance" unit="">4.97</metric>
    <metric name="ant_nets" unit="">0</metric>
    <metric name="route.detailed.drc" unit="">0</metric>
    <metric name="drtIter0Drc" unit="">2022</metric>
  </group>
  <group name="global_routing">
    <metric name="wire_length_of_the_first_global_routing_pass" unit="µm">322000</metric>
    <metric name="grt_start_max_net_pins" unit="">119</metric>
    <metric name="globalRouteTotalUtil" unit="">0.278</metric>
    <metric name="global_route.overflow_total" unit="">0</metric>
    <metric name="number_of_antenna_violations_at_the_first_check_in_global_routing" unit="">3</metric>
    <metric name="first_global_vias" unit="">55600</metric>
  </group>
  <group name="status">
    <metric name="run_status" unit="">completed</metric>
  </group>
  <group name="min_path">
    <metric name="min_path_cells" unit="">2</metric>
    <metric name="hold_class" unit="">reg -&gt; reg</metric>
  </group>
</metrics>
cells by family after synthesis:
group | count (synthesis)
xor gates and xnor gates | 343
DFF | 676
adders and majority gates | 2719
muxes | 44
and+or+nand+nor | 1285
buffers and inverters | 2274
AOI/OAI and AO/OA | 772
critical path, cell delays in order, from the launching register on:
cell and delay, ns:
dfxtp_1 0.63, inv_1 0.25, fa_1 0.56, fa_1 0.50, inv_1 0.05, fa_1 0.48
fa_1 0.50, fa_1 0.49, inv_1 0.05, fa_1 0.47, inv_1 0.04, ha_1 0.22
a211oi_1 0.40, o21ai_0 0.18, a31o_2 0.30, a211oi_1 0.42, o21ai_1 0.20, a221oi_1 0.39
o21ai_1 0.14, xnor2_1 0.17, nor2_1 0.05
sequential cells by signal, indices dropped and copies added, names as in the netlist, 16 cells and up:
signal and cells:
buffer0 16, buffer13 16, buffer14 16, buffer15 16
i2s_data_out 32, mul0 28, mul1 29, mul10 28
mul11 29, mul12 21, mul13 19, mul14 24
mul15 29, mul2 27, mul3 25, mul4 23
mul5 29, mul6 28, mul7 24, mul8 29
mul9 24
power groups by stage:
stage | Combinational (µW) | Sequential, µW | Clock (µW)
after CTS | 3730 | 1890 | 2050
after global routing | 4190 | 1900 | 2120
final | 3700 | 1890 | 2000
final timing paths:
kind                      endpoint    start
setup / recovery  i2s_data_out[31]  mul9[6]
hold / removal             mul3[4]  mul2[2]
setup reg to reg  i2s_data_out[31]  mul9[6]
hold reg to reg            mul3[4]  mul2[2]
layout by cell type (no fill, tap or decap), types with 140 or more instances in the layout:
cell     count
fa_1      1396
and2_1     200
ha_1      1323
a21oi_1    229
xnor2_1    203
inv_1     2183
dfxtp_1    675
xor2_1     140
nor2_1     531
nand2_1    159
layout make-up:
class                   count  area (µm²)
well taps                2160        2700
inverters                2184        8210
diodes                      2        5.00
clock inverters            42         539
multi-input cells        5163       59400
flip-flops and latches    676       13500
repair buffers             72         679
fillers                 14300       73700
clock buffers             114        2410
per-stage QoR:
step	area [µm²]	hold slack [ns]
floorplan	81500	0.467
global placement	84500	0.525
detailed placement	84500	0.510
CTS	87500	0.519
global route	87500	0.560
finish	87500	0.516
layer usage:
metal,share of wire,GRT usage,up-vias,wire length (µm)
li1,-,-,25100,-
met4,0.026,0.0536,0,5280
met2,0.44,0.398,1212,88600
met3,0.11,0.125,186,21700
met1,0.43,0.413,25300,87600
met5,0,0,-,0
Power and IR drop assume default switching activity.
